**./config.mk**
```make
export PLATFORM = sky130hd
export DESIGN_NAME = Hex_Keypad_Grayhill_072
export DESIGN_NICKNAME = Hex_Keypad_Grayhill_072
export VERILOG_FILES = /design/flow/design.v
export SDC_FILE = /design/flow/constraint.sdc
export NUM_CORES = 4
export LEC_CHECK = 1
export CORE_AREA = 10 10 70 70
export DIE_AREA = 0 0 80 80
```
**./design.v**
```verilog
module Hex_Keypad_Grayhill_072(
    input [3:0] Row,
    input S_Row,
    input clock,
    input reset,
    output reg [3:0] Code,
    output Valid,
    output reg [3:0] Col
    );
    reg [5: 0] state, next_state;
    parameter S_0 = 6'b000001, S_1 = 6'b000010, S_2 = 6'b000100;
    parameter S_3 = 6'b001000, S_4 = 6'b010000, S_5 = 6'b100000;
    assign Valid = ((state == S_1) || (state == S_2) || (state == S_3) || (state == S_4)) && Row;
    always @ (Row or Col)
    case ({Row, Col})
        8'b0001_0001: Code = 0; 
        8'b0001_0010: Code = 1;
        8'b0001_0100: Code = 2; 
        8'b0001_1000: Code = 3;
        8'b0010_0001: Code = 4; 
        8'b0010_0010: Code = 5;
        8'b0010_0100: Code = 6;
        8'b0010_1000: Code = 7;
        8'b0100_0001: Code = 8;
        8'b0100_0010: Code = 9;
        8'b0100_0100: Code = 10;         
        8'b0100_1000: Code = 11;         
        8'b1000_0001: Code = 12;         
        8'b1000_0010: Code = 13;         
        8'b1000_0100: Code = 14;         
        8'b1000_1000: Code = 15;         
        default: Code = 0;                      
    endcase
    always @(posedge clock or posedge reset)
    if (reset) state <= S_0;
    else state <= next_state;
    always@ (state or S_Row or Row)                  
    begin next_state = state; Col = 0;
    case (state)
        S_0: begin Col = 15; if (S_Row) next_state =S_1; end
        S_1: begin Col = 1; if (Row) next_state = S_5; else next_state = S_2; end
        S_2: begin Col = 2; if (Row) next_state = S_5; else next_state = S_3; end
        S_3: begin Col = 4; if (Row) next_state = S_5; else next_state= S_4; end
        S_4: begin Col = 8; if (Row) next_state = S_5; else next_state = S_0; end
        S_5: begin Col = 15; if (Row ==0) next_state = S_0; end
    endcase
    end
endmodule
```
**./constraint.sdc**
```tcl
current_design Hex_Keypad_Grayhill_072

set clk_period 2.1
set clk_io_pct 0.2

create_clock -name clk0 -period $clk_period [get_ports {clock}]

set non_clock_inputs [all_inputs -no_clocks]
set_input_delay [expr $clk_period * $clk_io_pct] -clock clk0 $non_clock_inputs
set_output_delay [expr $clk_period * $clk_io_pct] -clock clk0 [all_outputs]
```
**./run.sh**
```bash
#!/bin/bash
# OpenROAD 26Q1-2900-gdf79404cd8, Yosys 0.63+post, stock flow scripts
make -C /OpenROAD-flow-scripts/flow DESIGN_CONFIG=/design/flow/config.mk WORK_HOME=/design/flow/orfs finish
```
==> run notes <==
impl run done, here's what came out: fmax 488 MHz, share of cells above drive strength 1 47.3%, Max Fanout on Critical Path 5, post-route cell area 796 um^2, vias per cell 3.73, Internal 272 uW, comb area leader simple AND/OR/NAND/NOR gates, Yosys warning count 1, global-route wire length before repair 2070 um, FILL cells 383, core area 0.00342 mm^2, Crit-path slowest cell or4_4, Post-synth area hogs dfrtp_1 (31%), nor4b_1 (8.7%), dfstp_2 (6.5%), total gr overflow 0, drt first pass iters 2, final setup fails 0, Synth mux share 0%, area fraction in xor and xnor cells 10.8%, tool warning count 26, clock sink count 6, Top reg by flops state, # DRC 0, HP Class in2async, Placed Cells incl. Taps 113, synthesized area per cell 8.98 um^2, most frequent cells after synthesis dfrtp_1 (5), and2_1 (4), nor2_1 (4), nor4b_1 (4), or3_1 (4), Yosys top cell by instances dfrtp_1, root buffer cell clkbuf_4, TritonCTS Buffers 3, Detailed Route WL 1330 um, Worst-path clk slew 0.05 ns, Detail Placement HPWL 988 um, minimum clock period after layout 2.05 ns, H-tree Lvls 1, fin crit share 97.6%, row count 21, Netlist Area Pre-Place 404 um^2, biggest regs state: 6 flops, R2R Path End state[1], chip area 0.00640 mm^2, Tightest Pin Transition 0.408 ns, Post-synth EDFFs 0, GRT Total Usage 3.93%, FA/HA/MAJ Cells, Area Fraction 0%, # Cells Yosys 45, P&R area growth vs syn 96.9%, CTS Buffer Depth 2, Yosys cell types 18, sequential power share 36.5%, ao+oa area frac 6.19%, clk latency late pin 0.25 ns, Ports 16, RR Startpoint state[3], DP Area 672 um^2, crit path launch type flop, relative slew slack 72.8%, Clk network pwr share 30.9%, clk_skew 0.00852 ns, clock tree from TritonCTS built, Largest stage delay, worst path 0.42 ns, maximum vdd drop 0.112 mV, combinational power share 32.6%, R2R setup slack 0.87 ns, antenna diode count 0, Wirelength per Cell 11.1 um, Horiz. Die Dim 80 um, max-slew violations 0, yosys stat area 404 um^2, unrepaired setup endpoints after global routing yes, largest area contributor in the netlist dfrtp_1, CP Class reg2out, vias in the first global route 438, initial antenna violation count 0, Total Power Consumption 367 uW, chip height 80 um, # port buffers 15, status finished, final reports clean, via count 447, largest net degree at the start of global routing 9, Synth Seq Share 37.5%, fp_density 11.8%, WP data required 1.68 ns, FFs w/ async S/R, synth 100%, Commonest flop dfrtp_1, simple share 39.9%, hold_buf cts 0, switching share of power 25.8%, Largest register FFs 6, worst r2r path cells 4, Cell Pwr Density 461 mW/mm^2, DR iter-0 viols 35, Antenna Nets Post-Route 0, worst-path cell chain buf_4, or4_4, nor2b_2, dlygate4sd2_1, Post-synth regs 6, final std cells w/o fill 120, worst hold margin 0.384 ns, WP data arrival 1.63 ns, setup_tns 0 ns, Critical Path Start state[3], Mapped Cells 45, Psw 94.6 uW, static leakage 0.000325 uW, Fin. Hold Viols 0, Top cell area share 31.0%, Crit. End Element output pin, GP Congestion 0.746, Max-cap violations 0
## cells in the final DEF, fill, tap and decap left out, drive strengths merged
master | synthesis | layout
inv | 2 | 2
nor2b | 1 | 1
dfrtp | 5 | 5
a211oi | 2 | 2
and2 | 4 | 4
o21ai | 2 | 2
clkdlybuf4s15 | 0 | 2
xor2 | 2 | 2
or4 | 2 | 2
nor4 | 4 | 4
dlygate4sd2 | 0 | 5
or3 | 4 | 4
nand2 | 1 | 1
xnor2 | 3 | 3
buf | 3 | 13
nor3 | 1 | 1
clkdlybuf4s50 | 0 | 6
nor2 | 4 | 4
clkbuf | 0 | 6
nor4b | 4 | 4
dfstp | 1 | 1
## layer usage
| metal | global-route usage [%] | wire length [um] |
|---|---|---|
| met1 | 4.98 | 541 |
| met2 | 6.02 | 633 |
| met4 | 1.23 | 27 |
| met3 | 1.48 | 125 |
| met5 | 0 | 0 |
## cells by family (layout without fill, tap and decap cells)
kind of cell / count (synthesis) / after routing
AND-OR/OR-AND: 4 / 4
AND/OR/NAND/NOR: 25 / 25
buffers and inverters: 5 / 34
XOR/XNOR: 5 / 5
flip-flops: 6 / 6
## power by group through the flow
stage         Combinational (uW)  Sequential (uW)  Clock (uW)
finish                       120              134         113
global route                 132              135         127
CTS                          118              133         119
## worst max-delay path: cells and delay by family, from the launching register on
kind | cells | cell delay, ns
and+or+nand+nor | 2 | 0.59
buffers and inverters | 2 | 0.41
DFF | 1 | 0.38
## cell type report
| cell class | instances | area [um^2] | area share (%) |
|---|---|---|---|
| inverters | 2 | 7.51 | 0.943 |
| flip-flops and latches | 6 | 154 | 19.3 |
| well taps | 46 | 57.6 | 7.23 |
| clock buffers | 4 | 26.3 | 3.30 |
| multi-input cells | 34 | 315 | 39.6 |
| repair buffers | 28 | 235 | 29.6 |
## how the worst max path moves through the flow
stage     endpoint  slack [ns]  cells past startpoint
6_report     Valid        0.05                      4
5_1_grt    Code[2]       -0.02                      5
4_1_cts    Code[1]       0.007                      4
## repair_timing
action	in CTS	in global routing
pin swaps	4	5
setup endpoints to repair	5	5
buffers inserted	3	0
endpoints found under the hold margin	0	0
gates resized	23	10
## per-stage QoR
stage                     utilization (%)  setup slack [ns]
after detailed placement             19.7            -0.475
after global routing                 23.3           -0.0187
after global placement               19.7            -0.440
final                                23.3            0.0514
after CTS                            22.7           0.00742
after floorplan                         -             0.568
Power is estimated from default activity; no workload was simulated.
